==> design.v <==
module display_clock(counter, counter_HEX6, counter_HEX7);
	input [3:0] counter;
	output [6:0] counter_HEX6;
	output [6:0] counter_HEX7;
	reg [6:0] TC4Mag [0:10];
	initial
	begin
	 TC4Mag[0] = 7'b1000000;
	 TC4Mag[1] = 7'b1111001;
	 TC4Mag[2] = 7'b0100100;
	 TC4Mag[3] = 7'b0110000;
	 TC4Mag[4] = 7'b0011001;
	 TC4Mag[5] = 7'b0010010;
	 TC4Mag[6] = 7'b0000010;
	 TC4Mag[7] = 7'b1111000;
	 TC4Mag[8] = 7'b0000000;
	 TC4Mag[9] = 7'b0010000;
	 TC4Mag[10] = 7'b1111111;  
	end
	wire counter_equal_ten = counter == 4'b1010;
	assign counter_HEX6 = (counter_equal_ten) ? TC4Mag[0] : TC4Mag[counter];
	assign counter_HEX7 = TC4Mag[10];
endmodule
module lab6(SW, HEX0,HEX1,HEX2, HEX3, HEX6, HEX7, KEY);
input [17:0] SW;
input [3:0] KEY;
output [6:0] HEX0;
output [6:0] HEX1;
output [6:0] HEX2;
output [6:0] HEX3;
output [6:0] HEX6;
output [6:0] HEX7;
traffic_light_controller inst1(.W(SW[0]), .EL(SW[1]), .NL(SW[2]), .E(SW[3]), .clk(KEY[0]), .WTL(HEX0[6:0]), .ELTL(HEX1[6:0]), .NLTL(HEX2[6:0]), .ETL(HEX3[6:0]), .counter_HEX6(HEX6[6:0]), .counter_HEX7(HEX7[6:0]), .sys_reset(SW[17]));
endmodule
module traffic_light_controller(W, EL, NL, E, clk, WTL, ELTL, NLTL, ETL, counter_HEX6, counter_HEX7, sys_reset);
	input W, EL, NL, E;
	input clk;
	input sys_reset;
	output reg [6:0] WTL;
	output reg [6:0] ETL;
	output reg [6:0] NLTL;
	output reg [6:0] ELTL;
	output [6:0] counter_HEX6;
	output [6:0] counter_HEX7;
	reg [3:0] current_state;
	reg [3:0] next_state;
	parameter state_0 = 4'b0000;
	parameter state_1 = 4'b0001;
	parameter state_2 = 4'b0010;
	parameter state_0to1 = 4'b0011;
	parameter state_1to0 = 4'b0100;
	parameter state_1to2 = 4'b0101;
	parameter state_2to1 = 4'b0110;
	parameter state_2to0 = 4'b0111;
	parameter state_0to2 = 4'b1000;
	wire all_sensors_on = W & EL & NL & E;
	wire all_sensors_off = ~W & ~EL & ~NL & ~E;
	reg [3:0] counter;
	initial counter = 4'b0000;
	parameter minimum = 4'b0010;
	parameter ten = 4'b0110;
	reg counter_reset;
	initial counter_reset = 0;
	parameter green = 7'b0010000;  
	parameter yellow = 7'b0010001;  
	parameter red = 7'b0101111;  
always@*
begin
	case(current_state)
	state_0: if (((all_sensors_on || all_sensors_off || (NL && ~E && ~W && ~EL)) && (counter > minimum)) || ((NL && (E || W) && ~EL) && (counter > ten)))
									 next_state = state_0to1;
				else if (((EL && ~E && ~W && ~NL) && (counter > minimum)) || ((EL && (E || W) && ~NL) && (counter > ten)))
									 next_state = state_0to2;
				else if (((NL && EL) || ((E || W)) && NL) && (counter > minimum))
									 next_state = state_0to1;
				else 
									 next_state = state_0;
	state_1: if (((all_sensors_on || all_sensors_off || (~NL && ~E && ~W && EL)) && (counter > minimum)) || ((NL && EL && ~E && ~W) && (counter > ten)))
									 next_state = state_1to2;
				else if ((((E || W) && ~NL && ~EL) && (counter > minimum)) || ((NL && (E || W) && ~EL) && (counter > ten)))
									 next_state = state_1to0;
				else if (((EL && (E || W)) || (NL && EL)) && (counter > minimum))
									 next_state = state_1to2;
				else 
									 next_state = state_1;
	state_2: if (((all_sensors_on || all_sensors_off || ((E || W) && ~NL && ~EL)) && (counter > minimum)) || ((EL && (E || W) && ~NL) && (counter > ten)))
									 next_state = state_2to0;
				else if (((~E && ~W && NL && ~EL) && (counter > minimum)) || ((NL && EL && ~E && ~W) && (counter > ten)))
									 next_state = state_2to1;
				else if (((NL && (E || W)) || (EL && (E || W))) && (counter > minimum))
									 next_state = state_2to0;
				else 
									 next_state = state_2;
	state_0to1: next_state = state_1;
	state_2to1: next_state = state_1;
	state_1to2: next_state = state_2;
	state_0to2: next_state = state_2;
	state_1to0: next_state = state_0;
	state_2to0: next_state = state_0;
endcase
end
always@(posedge clk)
begin	
		if(sys_reset) 
		begin
			current_state <= state_0;
			counter <= 0;
		end
		else
			current_state <= next_state;
	if(counter_reset | sys_reset)
		counter <= 0;
	else
		counter <= counter + 1;
end
always@*
begin
	case(current_state)
		state_0: begin
				ETL = green;
				WTL = green;
				NLTL = red;
				ELTL = red;
				counter_reset = 0;
		end
		state_1: begin
				ETL = green;
				WTL = red;
				NLTL = green;
				ELTL = red;
				counter_reset = 0;
		end
		state_2: begin
				ETL = red;
				WTL = red;
				NLTL = red;
				ELTL = green;
				counter_reset = 0;
		end
		state_0to1: begin
				ETL = green;
				WTL = yellow;
				NLTL = red;
				ELTL = red;
				counter_reset = 1;
		end
		state_1to0: begin
				ETL = green;
				WTL = red;
				NLTL = yellow;
				ELTL = red;
				counter_reset = 1;
		end
		state_1to2: begin
				ETL = yellow;
				WTL = red;
				NLTL = yellow;
				ELTL = red;
				counter_reset = 1;
		end
		state_2to1: begin
				ETL = red;
				WTL = red;
				NLTL = red;
				ELTL = yellow;
				counter_reset = 1;
		end
		state_2to0: begin
				ETL = red;
				WTL = red;
				NLTL = red;
				ELTL = yellow;
				counter_reset = 1;
		end
		state_0to2: begin
				ETL = yellow;
				WTL = yellow;
				NLTL = red;
				ELTL = red;
				counter_reset = 1;
		end
	endcase
end
display_clock in5(counter, counter_HEX6, counter_HEX7);
endmodule
==> run.sh <==
#!/bin/bash
# OpenROAD 26Q1-2900-gdf79404cd8, Yosys 0.63+post, stock flow scripts
make -C /OpenROAD-flow-scripts/flow DESIGN_CONFIG=/design/flow/config.mk WORK_HOME=/design/flow/orfs finish
==> config.mk <==
export PLATFORM = sky130hd
export DESIGN_NAME = lab6
export DESIGN_NICKNAME = lab6
export VERILOG_FILES = /design/flow/design.v
export SDC_FILE = /design/flow/constraint.sdc
export NUM_CORES = 4
export LEC_CHECK = 1
export CORE_AREA = 10 10 104 104
export DIE_AREA = 0 0 114 114
==> constraint.sdc <==
current_design lab6

set clk_period 2.6
set clk_io_pct 0.2

create_clock -name clk0 -period $clk_period [get_ports {KEY}]

set non_clock_inputs [all_inputs -no_clocks]
set_input_delay [expr $clk_period * $clk_io_pct] -clock clk0 $non_clock_inputs
set_output_delay [expr $clk_period * $clk_io_pct] -clock clk0 [all_outputs]
==> summary.txt <==
Implementation run completed; key figures follow.

Power and ir drop:
- The run gives the worst IR drop on VDD as 0.1463 mV.
- The run gives the overall power consumption as 0.3711 mW.
- Per the summary, power density relative to cell area is 227.8 mW/mm².
- The run puts the cell leakage power at 0.6538 nW.

Setup path:
- The run gives the startpoint class of the critical path as a register.
- The worst setup path is captured at an output port.
- The run gives the arrival time at the worst endpoint as 1.89 ns.
- The critical path maximum fanout is 4.
- Per the timing report, the most critical flop-to-flop path originates at inst1.counter[1].
- The run gives the critical path data required time as 2.08 ns.
- The critical path is of the register to output port type.
- The run gives the worst setup path startpoint as inst1.counter[0].

Run:
- The run puts the OpenROAD warning count at 64.
- The report counts max-capacitance violations totalling 0.

STA:
- The run puts the final hold violation count at 0.
- The run puts the portion of the clock cycle consumed by the worst path in the final layout at 92.80%.
- The run puts the setup total negative slack at 0 ns.
- The run gives the count of endpoints without a timing constraint as 41.
- The routed design could run at a clock period as short as 2.413 ns.
- The run puts the maximum clock rate at 414.4 MHz.
- The run gives the final number of setup-violating endpoints as 0.
- Counting pins that exceed their max-slew limit in the final report gives 0.
- The run puts the worst-case setup margin in the final layout at 0.1872 ns.
- Setup repair after global routing left no endpoint under its margin.
- The timer found 17 register pins that no clock reaches; their paths are not timed.
- For the final database, setup skew stands at 0 ns.

Synthesis:
- The run gives the count of unique library cells instantiated by Yosys as 39.
- The run gives the flip-flop and latch count after synthesis as 25.
- The run puts the gate count of the mapped netlist at 162.
- The run puts the XOR/XNOR share of the synthesized area at 2.764%.
- For reference, the top cells by count after synthesis are sky130_fd_sc_hd__buf_4 (23), sky130_fd_sc_hd__dlxtn_1 (17), sky130_fd_sc_hd__nor2_1 (13), sky130_fd_sc_hd__nand2_1 (12).
- The mapped netlist covers 0.001267 mm².
- The run puts the area fraction in compound gates at 16.19%.
- The run gives the prevailing logic family in the synthesized netlist as simple AND/OR/NAND/NOR gates.
- The synthesized design contains 0 enable-type register cells.
- The run puts the fraction of the mapped netlist area in simple logic gates at 20.83%.
- The run gives the average cell area after synthesis as 7.824 µm².
- By area the synthesized netlist is led by sky130_fd_sc_hd__dlxtn_1 (20%), sky130_fd_sc_hd__buf_4 (14%), sky130_fd_sc_hd__dfxtp_1 (13%).
- The synthesized netlist devotes 5.923% of its cell area to adder and majority cells.
- The commonest register cell is sky130_fd_sc_hd__dlxtn_1.
- The chip area line in the Yosys stat output reads 0.001267 mm².
- The run puts the top-area cell type share of the netlist area at 20.14%.
- The synthesis stats list as the most numerous cell sky130_fd_sc_hd__buf_4.
- The run gives the warning count from the yosys run as 2.
- The run gives the post-synthesis mux area share as 0.7897%.
- The run gives the cell type with the largest total area after synthesis as sky130_fd_sc_hd__dlxtn_1.
- The run gives the async set-reset flop share out of synthesis as 0%.
- The run gives the number of cells in Yosys stat as 162.

Clock tree:
- TritonCTS built the clock tree.
- The run puts the number of buffers added for setup after CTS at 0.
- The run gives the master cell of the clock root buffer as sky130_fd_sc_hd__clkbuf_8.
- In this run, post-CTS repair resized a total of 0 instances.
- The run gives the CTS H-tree depth as 1.
- The run gives the TritonCTS buffer count as 3.
- The run gives the maximum clock path buffer count as 2.
- The run puts the clock-pin slew reported for the worst setup and hold paths after clock tree synthesis at 0.03 ns.
- For this design, the CTS-stage hold fixing added 0 buffers.
- The run puts the insertion delay to the later sink of the worst-skew pair at 0.21 ns.

Global routing:
- The run puts the number of global-route vias before repair at 1021.
- After global routing the overflow that remains totals 0.
- The run puts the pin count of the biggest net entering global routing at 17.
- The run gives the total routing usage reported by global routing as 4.104%.
- The run gives the first-pass GRT wire length as 4609 µm.
- The initial antenna violation count came to 0.

Drt:
- In this run, the number of DRC markers left after iteration 0 of detailed routing was 65.
- The run gives the total via count in the routed design as 1037.
- For this run, design rule violations remaining after detail routing come to 0.
- The repair_antennas step left the layout with diodes totalling 0.
- The run gives the iteration tally of the first detailed-router pass as 4.
- The run gives the total routed wirelength as 2842 µm.
- The run puts the detail-routed net length per standard cell at 9.868 µm.
- For this run, the detailed router reports a per-instance via density of 3.601.
- The run gives the remaining number of nets flagged by the antenna check after routing as 0.

Placement:
- Per the placement report, the placed cell count is 285.
- The HPWL after detailed placement is 2368 µm.
- The run puts the worst slack at placement at 0.3050 ns.
- The run gives the cell area after placement as 0.001587 mm².
- The run gives the number of buffers added on ports as 36.
- The run gives the final weighted congestion of routability-driven global placement as 0.8284.

Layout:
- The run puts the layout overhead on the synthesized area at 28.53%.
- The run puts the ratio of cells with drive above 1 in the final layout at 5.000%.
- The run puts the number of filler cells placed in the layout at 977.
- The run gives the area of all placed cells without fillers as 0.001629 mm².
- After the flow finishes, the layout carries non-filler instances totaling 288.

Die:
- The core region is 0.008678 mm².
- The run puts the site row count at 34.
- The floorplan step set the die height to 114 µm.
- The run gives the initial core utilization as 14.60%.
- The run gives the area of the die as 0.01300 mm².
- The run puts the count of boundary I/O pins at 64.
- The die is 114 µm wide.

Run status:
- The flow ran to the end, and the final reports show no timing, DRC or antenna violations.

Min path:
- Per the hold report, the tightest min-delay path originates at inst1.counter[0].
- The type recorded for the worst min-delay path is register to register.
==> where the power goes <==
group | internal (mW) | total (mW) | switching, mW
Sequential | 0.129 | 0.138 | 0.00856
Combinational | 0.0587 | 0.106 | 0.0470
Clock | 0.0985 | 0.128 | 0.0291
==> state kept, by name (all words and copies together), names as in the netlist <==
register             flops
inst1.counter            4
inst1.ETL                3
inst1.NLTL               3
inst1.ELTL               3
inst1.next_state         4
inst1.counter_reset      1
inst1.WTL                3
inst1.current_state      4
==> worst max-delay path, cell delays in order, from the launching register on <==
cell and delay, ns:
sky130_fd_sc_hd__dfxtp_1 0.33, sky130_fd_sc_hd__inv_1 0.09, sky130_fd_sc_hd__ha_1 0.24, sky130_fd_sc_hd__nand2_1 0.14, sky130_fd_sc_hd__a21oi_1 0.09, sky130_fd_sc_hd__a221oi_1 0.26
sky130_fd_sc_hd__clkdlybuf4s50_1 0.53
==> final cells by class <==
type                    instances  area [µm²]  share of cell area, %
inverters                      10       37.54                  2.304
flip-flops and latches         25       416.7                  25.58
multi-input cells             105       630.6                  38.71
well taps                     108       135.1                  8.295
clock buffers                   3       41.29                  2.535
repair buffers                 37       367.9                  22.58
==> cell families after synthesis <==
logic type / after synthesis
simple gates: 53
buf+inv: 41
compound gates: 30
latches: 17
flops: 8
fa+ha+maj: 6
xor+xnor: 4
other cells: 2
mux: 1
==> worst paths after layout <==
| check | cells after the start | slack, ns | endpoint |
|---|---|---|---|
| setup / recovery | 6 | 0.19 | HEX6[4] |
| hold / removal | 2 | 0.58 | inst1.counter[0] |
| setup reg to reg | 4 | 1.47 | inst1.counter[1] |
| hold reg to reg | 2 | 0.58 | inst1.counter[0] |
==> per-stage QoR <==
step	util, %	hold slack [ns]
final	18.77	0.5767
after global routing	18.77	0.6081
after CTS	18.76	0.5794
after detailed placement	18.28	0.5650
after global placement	18.28	0.5600
after floorplan	-	0.5067
==> metal layers <==
metal	global-route usage, %	wire length (µm)	vias up
met1	5.142	1261	452
met3	2.127	421	2
met5	0	0	-
met2	6.264	1118	42
met4	0.6683	42	0
li1	-	-	541
==> cells in the final DEF (no fill, tap or decap), drive strengths merged, types with 2 or more instances in the layout <==
cell           count
a211o              2
a21oi              6
a32oi              2
clkbuf             3
clkdlybuf4s50     36
conb              11
dfxtp              8
dlxtn             17
ha                 6
inv               10
nand2             12
nand2b             7
nor2              15
nor2b              6
nor3               9
o211ai             2
o21a               2
o21ai              7
o2bb2ai            2
o31a               2
xnor2              3
No activity file was given, so power comes from the tool's default toggle rates.
